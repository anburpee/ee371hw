**flow/design.v**
```verilog
module fifo #(parameter DATA_WIDTH=8, ADDR_WIDTH=4)
            (clk, reset, rd, wr, empty, full, one_left, w_data, r_data);
	input  logic clk, reset, rd, wr;
	output logic empty, full, one_left;
	input  logic [2*DATA_WIDTH-1:0] w_data;  
	output logic [DATA_WIDTH-1:0] r_data;
	logic [ADDR_WIDTH-1:0] w_addr0, w_addr1, r_addr;  
	logic w_en;
	assign w_en = wr & ((one_left & rd) | (~full & ~one_left));  
	fifo_ctrl #(ADDR_WIDTH) c_unit (.*);
	reg_file #(DATA_WIDTH, ADDR_WIDTH) r_unit (.*);
endmodule   
module fifo_ctrl #(parameter ADDR_WIDTH=4)
                 (clk, reset, rd, wr, empty, full, one_left, w_addr0, w_addr1, r_addr);
	input  logic clk, reset, rd, wr;
	output logic empty, full, one_left;
	output logic [ADDR_WIDTH-1:0] w_addr0, w_addr1, r_addr;
	logic [ADDR_WIDTH-1:0] rd_ptr, rd_ptr_next;
	logic [ADDR_WIDTH-1:0] wr_ptr0, wr_ptr0_next, wr_ptr1, wr_ptr1_next;
	logic full_next, empty_next, one_left_next;  
	assign w_addr0 = wr_ptr0;  
	assign w_addr1 = wr_ptr1;  
	assign r_addr = rd_ptr;
	always_ff @(posedge clk) begin
		if (reset)
			begin
				wr_ptr0 <= 1;	 
				wr_ptr1 <= 0;	 
				rd_ptr <= 0;
				full   <= 0;
				empty  <= 1;
				one_left <= 0;  
			end
		else
			begin
				wr_ptr0 <= wr_ptr0_next;	 
				wr_ptr1 <= wr_ptr1_next;	 
				rd_ptr <= rd_ptr_next;
				full   <= full_next;
				empty  <= empty_next;
				one_left <= one_left_next;  
			end
	end   
	always_comb begin
		rd_ptr_next = rd_ptr;
		wr_ptr0_next = wr_ptr0;
		wr_ptr1_next = wr_ptr1;
		empty_next = empty;
		full_next = full;
		one_left_next = one_left;
		case ({rd, wr})
			2'b11:   
				begin
					if (~full) 
						begin
							rd_ptr_next = rd_ptr + 1;
							wr_ptr0_next = wr_ptr0 + 2;  
							wr_ptr1_next = wr_ptr1 + 2;
							full_next = (wr_ptr1_next == rd_ptr_next);
							one_left_next = (wr_ptr0_next == rd_ptr_next);
							empty_next = 1'b0;
						end
				end  
			2'b10:  
				begin  
					if (~empty)	
						begin	
							rd_ptr_next = rd_ptr + 1;
							full_next = 1'b0;
							one_left_next = (rd_ptr_next == wr_ptr0);
							empty_next = (rd_ptr_next == wr_ptr1);
						end
				end  
			2'b01:  
				begin 
					if (~full & ~one_left)  
						begin
							wr_ptr0_next = wr_ptr0 + 2;  
							wr_ptr1_next = wr_ptr1 + 2; 
							full_next = (wr_ptr1_next == rd_ptr);
							one_left_next = (wr_ptr0_next == rd_ptr);
							empty_next = 1'b0;
						end
				end  
			2'b00: ;  
		endcase
	end   
endmodule   
module reg_file #(parameter DATA_WIDTH=8, ADDR_WIDTH=4)  
                (clk, w_data, w_en, w_addr0, w_addr1, r_addr, r_data);
	input  logic clk, w_en;
	input  logic [ADDR_WIDTH-1:0] w_addr0, w_addr1, r_addr;
	input  logic [2*DATA_WIDTH-1:0] w_data;  
	output logic [DATA_WIDTH-1:0] r_data;
	logic [DATA_WIDTH-1:0] array_reg [0:2**ADDR_WIDTH-1]; 
	always_ff @(posedge clk)
	   if (w_en) begin
		   array_reg[w_addr0] <= w_data[DATA_WIDTH-1:0];	 
		   array_reg[w_addr1] <= w_data[2*DATA_WIDTH-1:DATA_WIDTH];	 
	   end
	assign r_data = array_reg[r_addr];
endmodule   
```
**flow/run.sh**
```bash
#!/bin/bash
# OpenROAD 26Q1-2900-gdf79404cd8, Yosys 0.63+post, stock flow scripts
make -C /OpenROAD-flow-scripts/flow DESIGN_CONFIG=/design/flow/config.mk WORK_HOME=/design/flow/orfs finish
```
**flow/config.mk**
```make
export PLATFORM = sky130hd
export DESIGN_NAME = fifo
export DESIGN_NICKNAME = fifo
export VERILOG_FILES = /design/flow/design.v
export SDC_FILE = /design/flow/constraint.sdc
export NUM_CORES = 4
export LEC_CHECK = 1
export CORE_UTILIZATION = 50
```
**flow/constraint.sdc**
```tcl
current_design fifo

set clk_period 6.1
set clk_io_pct 0.2

create_clock -name clk0 -period $clk_period [get_ports {clk}]

set non_clock_inputs [all_inputs -no_clocks]
set_input_delay [expr $clk_period * $clk_io_pct] -clock clk0 $non_clock_inputs
set_output_delay [expr $clk_period * $clk_io_pct] -clock clk0 [all_outputs]
```
==> results.toml <==
# yosys + openroad results
[synthesis]
ys.flops = 145
syn_avg_cell_area_sq_um = 19.3
synthArstFlopShare_pct = 0
adder_share_pct = 1.45
yosysWarnings = 2
edf_count = 128
ys_sh_mux_pct = 16.8
ff_type = "edfxtp_1"
synth-area-yosys_sq_mm = 0.00603
compound_area_share_pct = 2.22
logic_family = "multiplexers"
ys_types = 39
synth_area_sq_mm = 0.00603
top_cells_by_area = "edfxtp_1 (64%), mux4_1 (10%), mux4_2 (6.0%), dfxtp_1 (5.6%), xnor2_1 (2.3%)"
yosys_cells = 313
yosys.area.top_type = "edfxtp_1"
simple_gate_share_pct = 4.75
top_area_share_pct = 63.8
yosysSeqAreaShare_pct = 69.4
syn_inst = 313
synth.cellmix.xorXnorShare_pct = 3.34

[global_route]
grt_max_degree = 33
gr-total-overflow = 0
grt_pass1_vias = 3164
grt_pass1_wl_mm = 18.7
grt_use_total_pct = 23.1
antenna_found_initial = 0

[worst_setup_path]
worstPathArrival_ps = 2760
crit_required_ps = 4880
cp-start-kind = "flop"
cp-end-kind = "output pin"
crit_fanout = 32
crit_type = "reg2out"

[detailed_routing]
drcViolationCount = 0
routed_wl_mm = 12.2
diodes = 0
dr.pass1.iters = 15
antenna_left = 0
drt-initial-drc-count = 170
dr_total_vias = 3017
wl_per_cell_um = 23.5
via_per_inst = 5.80

[cts]
postCtsResizedCells = 0
cts_max_path_buffers = 2
ctsHoldBuffers = 0
htreeDepth = 4
cts_setup_buffers = 0
clk_pin_slew_ps = 60
cts.sinks = 145
clk_latency_ps = 420
root_buffer = "clkbuf_16"
cts_buffers = 17
cts_tree = "done"

[timing]
hold_viol_final = 0
rsz0062_at_grt = "false"
tns_ps = 0
period_minus_slack_ps = 3980
min_period_over_period_pct = 65.2
hold_ws_ps = 577
finalMaxSlewViolations = 0
timing.fmax_ghz = 0.251
finalClockSkew_ps = 5.77
worst_pin_slew_ps = 1050
max_slew_margin_pct = 29.4
setup_viol = 0

[final_layout]
largest_reg_flops = 128
fin_util_pct = 61.6
syn_to_final_growth_pct = 18.1
nFillCells = 789
drive_above_1_share_pct = 18.6
fin_area_sq_mm = 0.00712

[outcome]
outcome = "completed"

[floorplan]
rows = 39
design.die.area_sq_mm = 0.0125
initCoreUtil_pct = 52.1
die_w_um = 112
die_h_um = 112
ios = 31
core_sq_mm = 0.0116

[place]
placed_cell_area_sq_mm = 0.00655
dp_hpwl_mm = 7.73
io_buffers = 30
gp_congestion = 0.828

[run]
drv_cap = 0
warnings = 28

[min_path]
min_path_type = "reg2reg"

[power]
leakage_nw = 2.35
total_power_w = 0.00243
vdd_drop_max_mv = 0.223
p_per_area_mw_per_mm2 = 342
==> layer usage <==
layer	GRT usage, %	routed length (um)	up-vias
li1	-	-	1379
met3	12.0	1390	14
met5	0	0	-
met1	35.4	4850	1483
met2	34.3	5810	141
met4	2.61	184	0
==> Yosys cell counts (all sizes together), types with 2 or more instances <==
library cell / n
mux4: 40
a21oi: 5
nand2b: 4
nand4b: 2
a211oi: 2
edfxtp: 128
nand2: 11
inv: 3
a21o: 2
xor2: 7
buf: 10
nor3: 11
nor4b: 2
clkbuf: 7
nor2: 21
dfxtp: 17
mux2i: 2
nor4: 2
nor3b: 2
ha: 7
xnor2: 16
==> through the flow <==
step / std cells / setup slack [ps]
5_1_grt: 520 / 2020
3_5_place_dp: 488 / 2390
2_1_floorplan: 313 / 3360
3_3_place_gp: 488 / 2430
4_1_cts: 520 / 2080
6_report: 520 / 2120
==> final timing paths <==
| kind | from | endpoint | slack [ps] | depth (start not counted) |
|---|---|---|---|---|
| hold reg to reg | c_unit.empty | c_unit.empty | 580 | 2 |
| hold / removal | c_unit.empty | c_unit.empty | 580 | 2 |
| setup / recovery | flop | r_data[2] | 2120 | 4 |
| setup reg to reg | c_unit.full | r_unit.array_reg[3][7] | 3680 | 5 |
==> area by class of cell <==
class                      instances  area (sq um)  share of cell area (%)
tap                              143           179                    2.51
clock inverter                    14           139                    1.95
multi-input combinational        148          1730                    24.3
inverter                           3          11.3                   0.158
timing repair buffer              49           443                    6.22
sequential                       145          4190                    58.8
clock buffer                      18           429                    6.03
==> power breakdown <==
group / switching (W) / leakage, nW / internal [W]
Combinational: 0.000134 / 0.786 / 0.000158
Clock: 0.000388 / 0.266 / 0.000598
Sequential: 0.0000302 / 1.30 / 0.00113
==> placed cells by master (no fill, tap or decap), types with 3 or more instances in the layout <==
master,count
dfxtp_1,16
xnor2_1,16
a21oi_1,5
edfxtp_1,128
clkinv_2,4
nand2b_1,4
buf_4,19
clkbuf_16,17
nor3_1,11
inv_1,3
clkinvlp_4,5
nor2_1,21
nand2_1,11
clkdlybuf4s50_1,30
xor2_1,7
mux4_2,16
ha_1,7
mux4_1,24
==> cells by family after synthesis <==
family / Yosys count
xor+xnor: 23
mux: 42
flops: 145
buf+inv: 20
compound gates: 17
simple gates: 59
fa+ha+maj: 7
==> critical path, stage by stage, from the launching register on <==
cell	delay, ps
dfxtp_2	310
buf_4	450
mux4_1	630
mux4_2	500
clkdlybuf4s50_1	420
Power and IR drop assume default switching activity.
