==> ./design.v <==
module divider (Clock, Resetn, s, LA, EB, DataA, DataB, R, Q, Done);
	parameter n = 8, logn = 3;
	input Clock, Resetn, s, LA, EB;
	input [n-1:0] DataA, DataB;
	output [n-1:0] R, Q;
	output reg Done;
	wire Cout, z;
	wire [n-1:0] DataR;
	wire [n:0] Sum;
	reg [1:0] y, Y;
	reg [n-1:0] A, B;
	reg [logn-1:0] Count;
	reg EA, Rsel, LR, ER, ER0, LC, EC, R0;
	integer k;
	parameter S1 = 2'b00, S2 = 2'b01, S3 = 2'b10;
	always @(s, y,  z)
	begin: State_table
		case (y)
			S1:	if (s == 0) Y = S1;
				else Y = S2;
			S2:	if (z == 0) Y = S2;
				else Y = S3;
			S3:	if (s == 1) Y = S3;
				else Y = S1;
			default: Y = 2'bxx;
		endcase
	end
	always @(posedge Clock, negedge Resetn)
	begin: State_flipflops
		if (Resetn == 0)
			y <= S1;
		else
			y <= Y;
	end
	always @(y, s, Cout, z)
	begin: FSM_outputs
		LR = 0; ER = 0; ER0 = 0; LC = 0; EC = 0; EA = 0;
		Rsel = 0; Done = 0;
		case (y)
			S1:	begin
					LC = 1; ER = 1;
					if (s == 0)
					begin
						LR = 1; ER0 = 0;
					end
					else
					begin
						LR = 0; EA = 1; ER0 = 1;
					end
				end
			S2:	begin
					Rsel = 1; ER = 1; ER0 = 1; EA = 1;
					if (Cout) LR = 1;
					else LR = 0;
					if (z == 0) EC = 1;
					else EC = 0;
				end
			S3:	Done = 1;
		endcase
	end
	regne RegB (DataB, Clock, Resetn, EB, B);
		defparam RegB.n = n;
	shiftlne ShiftR (DataR, LR, ER, R0, Clock, R);
		defparam ShiftR.n = n;
	muxdff FF_R0 (1'b0, A[n-1], ER0, Clock, R0);
	shiftlne ShiftA (DataA, LA, EA, Cout, Clock, A);
		defparam ShiftA.n = n;
	assign Q = A;
	downcount Counter (3'b000, Clock, EC, LC, Count);
		defparam Counter.n = logn;
	assign z = (Count == 0);
	assign Sum = {1'b0, R[n-2:0], R0} + {1'b0, ~B} + 1;
	assign Cout = Sum[n];
	assign DataR = Rsel ? Sum : 0;
endmodule
module downcount (R, Clock, E, L, Q);
	parameter n = 8;
	input [n-1:0] R;
	input Clock, L, E;
	output reg [n-1:0] Q;
	always @(posedge Clock)
		if (L)
			Q <= R;
		else if (E)
			Q <= Q - 1;
endmodule
module muxdff (D0, D1, Sel, Clock, Q);
	input D0, D1, Sel, Clock;
	output reg Q;
	always @(posedge Clock)
	 	if (!Sel)
			Q <= D0;
		else 
			Q <= D1;
endmodule
module regne (R, Clock, Resetn, E, Q);
	parameter n = 8;
	input [n-1:0] R;
	input Clock, Resetn, E;
	output reg [n-1:0] Q;
	always @(posedge Clock, negedge Resetn)
		if (Resetn == 0)
			Q <= 0;
		else if (E)
			Q <= R;
endmodule
module shiftlne (R, L, E, w, Clock, Q);
	parameter n = 4;
	input [n-1:0] R;
	input L, E, w, Clock;
	output reg [n-1:0] Q;
	integer k;
	always @(posedge Clock)
	begin
		if (L)
			Q <= R;
		else if (E)
			begin
				Q[n-1] <= w;
				for (k = n-2; k >= 0; k = k-1)
					Q[k] <= Q[k+1];
			end
	end
endmodule
==> ./run.sh <==
#!/bin/bash
# OpenROAD 26Q1-2900-gdf79404cd8, Yosys 0.63+post, stock flow scripts
make -C /OpenROAD-flow-scripts/flow DESIGN_CONFIG=/design/flow/config.mk WORK_HOME=/design/flow/orfs finish
==> ./config.mk <==
export PLATFORM = sky130hd
export DESIGN_NAME = divider
export DESIGN_NICKNAME = divider
export VERILOG_FILES = /design/flow/design.v
export SDC_FILE = /design/flow/constraint.sdc
export NUM_CORES = 4
export LEC_CHECK = 1
export CORE_AREA = 10 10 104 104
export DIE_AREA = 0 0 114 114
==> ./constraint.sdc <==
current_design divider

set clk_period 4.7
set clk_io_pct 0.2

create_clock -name clk0 -period $clk_period [get_ports {Clock}]

set non_clock_inputs [all_inputs -no_clocks]
set_input_delay [expr $clk_period * $clk_io_pct] -clock clk0 $non_clock_inputs
set_output_delay [expr $clk_period * $clk_io_pct] -clock clk0 [all_outputs]
==> impl_metrics.ini <==
; flow metrics
[cts]
cts_num_sinks = 31
cts_max_level = 2
clk_transition_reported_paths_ps = 60
worstSkewPairLatency_ps = 280
cts_buffers = 5
ctsHoldBuffers = 0
postCtsSetupBuffers = 0
ctsResizeCount = 0
clk_path_buf_depth = 2
root_buffer = clkbuf_8
cts_tree = done

[synth]
synthCells = 151
ys_ff = 31
edf_count = 16
ys_seq_frac = 0.501
avgSynthCellArea_sq_um = 11.1
largest_area_cell = edfxtp_1
ys_warn_count = 5
top_cells_by_area = edfxtp_1 (29%), dfrtp_1 (15%), ha_1 (7.5%), mux2_2 (6.1%), dfxtp_1 (4.8%)
netlist.area_leader.share = 0.287
synthTopCellsByCount = nand2_1 (20), edfxtp_1 (16), inv_1 (12)
ys_cells = 151
ys_types = 38
ys_area_sq_mm = 0.00167
flop_cell = edfxtp_1
netlist_area_sq_mm = 0.00167
async_flop_share = 0.355
most_common_cell = nand2_1

[layout]
layout-drive-gt1-share = 0.141
seq_area_sq_um = 837
fill_cells = 929
final_area_sq_mm = 0.00223
logic_area_sq_um = 759
synthToLayoutAreaGrowth_pct = 33.5

[route]
drc = 0
ant_nets = 0
viasPerCell = 4.02
drtIter0Drc = 51
first_pass_iters = 4
via_count = 1207
wirelength_mm = 3.69
diodes = 0
wl_per_cell_microns = 12.3

[job]
drv_cap = 0
tool_warnings = 26

[timing]
period_needed_ps = 2340
setup_viol = 0
slew_headroom = 0.651
skew_ps = 7.09
slew_violations = 0
fin_setup_tns_ps = 0
fin_crit_sh = 0.498
rsz0062_at_grt = no
finalHoldViolCount = 0
tightest_slew_ps = 523
fmax_ghz = 0.427

[global_route]
grt_max_degree = 16
grt_pass1_wl_mm = 6.24
grt_use_total = 0.0583
antenna_found_initial = 0
overflow = 0
grt_pass1_vias = 1254

[floorplanning]
design.die.area_sq_mm = 0.0130
die_h_microns = 114
fp-row-count = 34
initCoreUtil = 0.193
die.size.x_microns = 114
core_area_sq_mm = 0.00868
io_pins = 38

[power_and_ir_drop]
power_density_mw_per_mm2 = 508
p_leak_uw = 0.000871
vdd_drop_max_mv = 0.189

[setup_path]
path_max_fanout = 13
worstSetupStartpointType = primary input
slowest_delay_ps = 530
cp_slowest_cell = clkdlybuf4s50_1
crit_chain = clkdlybuf4s50_1, nand2b_1, o221ai_1, nor2_2, o41ai_2
cp_data_arrival_time_ps = 2350
critPathKind = primary input to flip-flop
r2r_slack_ps = 2410
end_kind = flip-flop
crit_family = simple AND/OR/NAND/NOR gates
crit_buf_inv = 1
cp.required_ps = 4710

[placed_design]
hpwl_mm = 2.93
place_area_sq_mm = 0.00215
gp_congestion = 0.793
portBuffers = 37

[worst_hold_path]
min_path_type = flip-flop to flip-flop

[status]
status = complete, no violations
sequential cells by signal, summed over array words and instances (netlist names):
register   count
RegB.Q         8
Counter.Q      3
y              3
FF_R0.Q        1
ShiftR.Q       8
ShiftA.Q       8
power breakdown:
group | total (uW) | switching, uW | leakage [uW] | internal (uW)
Sequential | 452 | 58.5 | 0.000320 | 393
Clock | 198 | 94.2 | 0.0000422 | 104
Combinational | 484 | 240 | 0.000510 | 244
per-stage QoR:
step | utilization | cells | total power [uW] | hold WS (ps) | worst slack (ps)
final | 0.257 | 300 | 1130 | 484 | 2360
after global routing | 0.257 | 300 | 1230 | 528 | 2210
after CTS | 0.257 | 300 | 1150 | 489 | 2370
after detailed placement | 0.248 | 292 | 945 | 475 | 2090
after global placement | 0.248 | 292 | 943 | 469 | 2110
after floorplan | - | 151 | 755 | 451 | 2610
cells by family after synthesis:
kind of cell | count (synthesis) | share of synthesized area
muxes | 9 | 0.0606
buffers and inverters | 17 | 0.0449
adders and majority gates | 11 | 0.0868
xor gates and xnor gates | 5 | 0.0262
AOI/OAI and AO/OA | 36 | 0.163
DFF | 31 | 0.501
and+or+nand+nor | 42 | 0.118
layer usage:
metal	vias up	part of all wire	GRT usage
met5	-	0	0
li1	609	-	-
met2	32	0.40	0.0847
met1	563	0.47	0.0789
met4	0	0.0038	0.00418
met3	3	0.12	0.0314
worst register-to-register path: cells and delay by family, from the launching register on:
family                     cells  cell delay [ps]
and+or+nand+nor                2              390
AOI/OAI and AO/OA              2              690
DFF                            1              390
adders and majority gates      2              630
worst paths after layout:
path                                   start          end  depth (start not counted)
min in group asynchronous             Resetn    RegB.Q[0]                          1
worst min-delay path            Counter.Q[2]         y[1]                          1
worst max-delay path                       s  ShiftR.Q[3]                          5
worst max register to register     RegB.Q[0]  ShiftR.Q[3]                          6
worst min register to register  Counter.Q[2]         y[1]                          1
max in group asynchronous             Resetn         y[0]                          1
placed cells by master (no fill, tap or decap), drive strengths merged, types with 2 or more instances in the layout:
cell and n:
clkdlybuf4s50 37, edfxtp 16, clkbuf 7, nand2 20, o21ai 12, a21o 2, mux2 9, dfxtp 4
a21oi 6, o21a 4, ha 10, inv 13, xnor2 2, nor2 9, nor3 3, xor2 3
nand2b 3, nor2b 2, o31ai 6, dfrtp 10
area by class of cell:
class / instances / area share
flip-flops and latches: 31 / 0.375
multi-input cells: 103 / 0.340
repair buffers: 37 / 0.166
well taps: 108 / 0.0605
clock buffers: 7 / 0.0342
inverters: 13 / 0.0219
clock inverters: 1 / 0.00224
Power and IR drop assume default switching activity.
