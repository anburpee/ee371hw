$ cat ./design.v
module sign_mag_add #(parameter N=4)
							(input  logic [N-1:0] a, b,
							 output logic [N-1:0] sum);
	logic [N-2:0]  mag_a, mag_b, mag_sum, max, min;
	logic sign_a, sign_b, sign_sum;
	always_comb
	begin
		mag_a = a[N-2:0];
		mag_b = b[N-2:0];
		sign_a = a[N-1];
		sign_b = b[N-1];
		if (mag_a > mag_b)
			begin
				max = mag_a;
				min = mag_b;
				sign_sum = sign_a;
			end
		else
			begin
				max = mag_b;
				min = mag_a;
				sign_sum = sign_b;
			end
		if (sign_a==sign_b)
			mag_sum = max + min;
		else
			mag_sum = max - min;
		sum = {sign_sum, mag_sum};
	end   
endmodule   
$ cat ./config.mk
export PLATFORM = sky130hd
export DESIGN_NAME = sign_mag_add
export DESIGN_NICKNAME = sign_mag_add
export VERILOG_FILES = /design/flow/design.v
export SDC_FILE = /design/flow/constraint.sdc
export NUM_CORES = 4
export LEC_CHECK = 1
export CORE_AREA = 10 10 70 70
export DIE_AREA = 0 0 80 80
$ cat ./run.sh
#!/bin/bash
# OpenROAD 26Q1-2900-gdf79404cd8, Yosys 0.63+post, stock flow scripts
make -C /OpenROAD-flow-scripts/flow DESIGN_CONFIG=/design/flow/config.mk WORK_HOME=/design/flow/orfs finish
$ cat ./constraint.sdc
current_design sign_mag_add

set clk_period 3.5
set clk_io_pct 0.2

create_clock -name clk0 -period $clk_period

set non_clock_inputs [all_inputs -no_clocks]
set_input_delay [expr $clk_period * $clk_io_pct] -clock clk0 $non_clock_inputs
set_output_delay [expr $clk_period * $clk_io_pct] -clock clk0 [all_outputs]
==> out/results.txt <==
Total Routing Usage GR: 0.0275
Worst setup path endpoint: sum[2]
Fillers: 396
Number of DRC violations after detailed routing: 0
Vertical extent of the die: 80 µm
Flip-flop and latch count: 0
Final ANT Viol Nets: 0
Routed Wire Length: 792 µm
Routed wire length per instance: 7.54 µm
Slack of the critical path: -0.240 ns
Yosys warning count: 1
Post-Place Worst Slack: -1.05 ns
Layout cell share with drive strength beyond 1: 0.542
Number of endpoints with negative hold slack in the final report: 0
Area share, top type: 0.216
Setup CP Type: input pin to output port
Cells after synthesis: 36
Cell taking the most area after synthesis: ha_1
Area growth from synthesis to layout: 108%
Starting utilization of the core area: 0.0850
Crit path capture type: output port
Number of warnings in the stage logs: 35
Worst setup path startpoint: a[2]
Top area cell types: ha_1, xnor2_1, mux2i_1
Pleak: 0.272 nW
Number of cells in the design after placement: 101
Storage cell area: 0 µm²
Maximum capacitance violations: 0
Worst relative slew slack: 0.829
Number of primary I/O pins: 12
Chip Footprint: 6400 µm²
Antenna violations before repair: 0
Number of optimization iterations in the first detailed-route pass: 1
Violated checks: negative setup slack
Class of the tightest hold or removal check: input pin to output port
Kind of start point of the critical path: input pin
Total count of max-transition violations in the final report: 0
Cell Pwr Density: 187 nW/µm²
Clock buffer count: 0
Fmax: 267 MHz
Num rows: 21
Largest voltage drop on the vdd net: 0.0380 mV
Actual slew at the worst max-slew pin: 0.249 ns
Count of input and output buffers: 12
Number of distinct standard cells referenced by the synthesized netlist: 19
Pin count of the biggest net entering global routing: 6
Register area share after synthesis: 0
Worst-path maximum fanout: 5
Syn Std Cell Area: 290 µm²
Unrepaired setup endpoints after global routing: yes
Data required, critical path: 2.80 ns
Chip Area, Yosys: 290 µm²
Via count of the first global-routing pass: 344
ANT cells: 0
Core Util, Final: 0.177
Final Setup Violations: 1
Placed cell areas: 543 µm²
Mean instance size in the synthesized netlist: 8.06 µm²
First-pass GRT wire length: 1550 µm
Period minus WS final: 3.74 ns
Final GP Congestion: 0.806
Number of cells in the yosys synthesis report: 36
Number of DRC markers in iteration 0: 0
Arrival time worst endpoint: 3.04 ns
Total core area: 3420 µm²
Post-route cell area: 603 µm²
Via density per instance: 3.00
Multi-input gate area: 324 µm²
Cycle use final: 1.07
Number of non-filler instances in the completed layout: 105
Via count: 315
Run status: finished with violations
Hold Buf Count CTS: 0
HPWL Detailed: 713 µm
Die X: 80 µm
Overflow left after global routing: 0
## worst max-delay path: stages
cell           delay [ns]
dlygate4sd2_1        0.27
ha_4                 0.30
nand2_1              0.05
mux2i_1              0.22
nor4_4               0.08
ha_1                 0.28
nor2_1               0.04
a21o_1               0.17
fa_2                 0.35
xnor2_2              0.14
xnor2_1              0.19
xnor2_1              0.13
buf_2                0.11
## where the power goes
group	internal [mW]	leakage [nW]	switching, mW
sequential	0	0	0
clock	0	0	0
combinational	0.0705	0.272	0.0426
total	0.0705	0.272	0.0426
## cells in the final DEF (no fill, tap or decap)
cell             count
ha_1                 2
a21o_1               1
dlygate4sd2_1        1
inv_2                2
clkdlybuf4s15_2      2
fa_2                 1
ha_4                 3
o2111a_1             1
nand2b_1             1
xnor2_1              3
nand2_2              1
clkdlybuf4s50_1      4
nand2_1              2
mux2i_1              3
a21oi_1              1
buf_4               12
nor4_4               1
buf_2                3
clkbuf_2             1
inv_1                3
buf_8                1
nor2_1               2
nand3_1              1
mux2_1               1
o21ai_2              1
o21a_1               1
nor3_2               1
nor2b_4              1
xnor2_2              1
inv_4                1
## metal layers
metal / vias to the layer above / share of wire / track usage
met5: - / 0 / 0
met3: 0 / 0.023 / 0.00227
li1: 168 / - / -
met1: 143 / 0.45 / 0.0390
met4: 0 / 0 / 0
met2: 4 / 0.53 / 0.0465
## Yosys cell counts, drive strengths merged
cell,n
inv,6
ha,5
xnor2,4
mux2i,3
nand2,3
nor2,2
a21o,1
a21oi,1
buf,1
fa,1
mux2,1
nand2b,1
nand3,1
nor2b,1
nor3,1
nor4,1
o2111a,1
o21a,1
o21ai,1
## worst min path at each step
stage                 from     end  slack [ns]  cells after the start
final                 b[2]  sum[2]        1.80                      4
after CTS             b[2]  sum[2]        1.94                      4
after global routing  b[2]  sum[2]        1.85                      4
## logic make-up (layout without fill, tap and decap cells)
family | count (synthesis) | count (layout) | synth area share
simple gates | 10 | 10 | 0.211
buf+inv | 7 | 30 | 0.103
fa+ha+maj | 6 | 6 | 0.284
compound gates | 5 | 5 | 0.138
xor+xnor | 4 | 4 | 0.121
mux | 4 | 4 | 0.142
## area by class of cell
| type | count | share of cell area |
|---|---|---|
| tap | 46 | 0.0954 |
| timing repair buffer | 24 | 0.326 |
| multi-input combinational | 29 | 0.537 |
| inverter | 6 | 0.0415 |
## per-stage QoR
step | total power [mW] | hold slack [ns] | TNS, ns
6_report | 0.113 | 1.80 | -0.240
5_1_grt | 0.128 | 1.85 | -0.508
4_1_cts | 0.110 | 1.94 | -0.229
3_5_place_dp | 0.109 | 2.50 | -1.85
3_3_place_gp | 0.108 | 2.48 | -1.82
2_1_floorplan | 0.0566 | 1.53 | 0
## repair_timing
| action | in CTS | in global routing |
|---|---|---|
| pin swaps | 12 | 5 |
| gates cloned | 0 | 0 |
| gates resized | 31 | 4 |
| buffers inserted | 3 | 1 |
| setup endpoints to repair | 3 | 2 |
Power figures rest on the tool's default switching activity, not on a simulated workload.
